**./design.v**
```verilog
module lcd_sync
#(
	parameter LCD_HEIGHT = 280,  
	parameter LCD_WIDTH = 480  
)
(
	input wire CLK,
	input wire RST_IN,
	output wire LCD_PWM,
	output wire LCD_HSYNC,
	output wire LCD_VSYNC,
	output wire LCD_DEN,
	output wire [10:0] X,
	output wire [10:0] Y
);
localparam tvf = 4;  
localparam tvp = 9;  
localparam tvb = 1;  
localparam tv = tvf+tvp+tvb+LCD_HEIGHT;  
localparam thf = 2;  
localparam thp = 40;  
localparam thb = 1;  
localparam th = thf+thp+thb+LCD_WIDTH;  
reg [10:0] counter_hs;
reg [10:0] counter_vs;
always @(posedge CLK)
begin
	if (RST_IN == 1'b0)
	begin
		counter_hs <= 0;
		counter_vs <= 0;
	end
	else
	begin
		if (counter_hs == th)
		begin
			if (counter_vs == tv)
				counter_vs <= 0;
			else
				counter_vs <= counter_vs + 1;
			counter_hs <= 0;
		end
		else
			counter_hs <= counter_hs + 1;
	end
end
assign LCD_PWM = (RST_IN == 1) ? 1'b1 : 1'b0;
assign LCD_VSYNC = (counter_vs < tvp) ? 0 : 1;
assign LCD_HSYNC = (counter_hs < thp) ? 0 : 1;
assign LCD_DEN = (thp+thb<=counter_hs && counter_hs<=th-thf && tvp+tvb<=counter_vs && counter_vs<=tv-tvf) ? 1 : 0;
assign X = LCD_DEN ? counter_hs-thp-thb : 10'b0;
assign Y = LCD_DEN ? counter_vs-tvp-tvb : 10'b0;
endmodule
```
**./run.sh**
```bash
#!/bin/bash
# OpenROAD 26Q1-2900-gdf79404cd8, Yosys 0.63+post, stock flow scripts
make -C /OpenROAD-flow-scripts/flow DESIGN_CONFIG=/design/flow/config.mk WORK_HOME=/design/flow/orfs finish
```
**./config.mk**
```make
export PLATFORM = sky130hd
export DESIGN_NAME = lcd_sync
export DESIGN_NICKNAME = lcd_sync
export VERILOG_FILES = /design/flow/design.v
export SDC_FILE = /design/flow/constraint.sdc
export NUM_CORES = 4
export LEC_CHECK = 1
export CORE_UTILIZATION = 30
```
**./constraint.sdc**
```tcl
current_design lcd_sync

set clk_period 3.5
set clk_io_pct 0.2

create_clock -name clk0 -period $clk_period [get_ports {CLK}]

set non_clock_inputs [all_inputs -no_clocks]
set_input_delay [expr $clk_period * $clk_io_pct] -clock clk0 $non_clock_inputs
set_output_delay [expr $clk_period * $clk_io_pct] -clock clk0 [all_outputs]
```
==> flow_summary.toml <==
# yosys + openroad results
[synth]
syn_area_per_cell_um2 = 7.64
yosys_warnings = 1
netlist-cell-type-count = 41
synth_area_in_xor_xnor_pct = 13.5
netlist_logic_family_top = "simple AND/OR/NAND/NOR gates"
synth_largest_type_area_fraction_pct = 26.2
ys_top_cells_by_area = "sky130_fd_sc_hd__dfxtp_1 26%, sky130_fd_sc_hd__nor2_1 7.8%, sky130_fd_sc_hd__xnor2_1 6.8%, sky130_fd_sc_hd__xor2_1 6.8%, sky130_fd_sc_hd__ha_1 6.7%"
synth.cells.most_frequent = "35 x sky130_fd_sc_hd__nor2_1, 23 x sky130_fd_sc_hd__nand2_1, 22 x sky130_fd_sc_hd__dfxtp_1"
synth_flop_count = 22
ys_async_sr_fraction_pct = 0
muxShareOfSynthArea_pct = 0
synth_cells = 220
synth-compound-area-share_pct = 7.96
synth_stat.cells = 220
edf_count = 0
synth_top_flop_cell = "sky130_fd_sc_hd__dfxtp_1"
netlist_area_um2 = 1680
synth-simple-area-share_pct = 38.0
fa_ha_area_share_pct = 6.70
post-synth-top-area-cell = "sky130_fd_sc_hd__dfxtp_1"
synth.most_common_cell = "sky130_fd_sc_hd__nor2_1"
synth-area-yosys_um2 = 1680
postSynthSeqShare_pct = 26.2

[routing]
count_of_vias_placed_by_the_detailed_router = 1511
totalWireLength_um = 3800
drc = 0
postRouteAntennaNets = 0
route.detailed.vias_per_inst = 4.81
routed_wire_length_per_instance_um = 12.1
detail_route.antenna_diodes = 0
drt_first_iter_violations = 51
drt_pre_antenna_iters = 4

[worst_setup_path]
critPathKind = "register to primary output"
critical_path.most_common_cell = "sky130_fd_sc_hd__nor2_1"
timing.critical_path.fanout_max = 8
maximum_cell_stage_delay_along_the_critical_path_ns = 0.62
worst_setup_path_end_kind = "primary output"
arrival_ns = 2.65
worst_ep_required_time_ns = 2.80
cpLargestDelayFamily = "simple AND/OR/NAND/NOR gates"
cp-start-kind = "register"
critPathSlowestCell = "sky130_fd_sc_hd__or4b_4"
cp_num_buf_inv = 2
crit_chain = "nor2_1 -> a211oi_1 -> a31o_1 -> or4b_4 -> buf_12 -> nor2_1 -> clkdlybuf4s50_1"

[die]
ios = 28
dieWidth_um = 76.9
fp_util_pct = 32.1
core_area_um2 = 5240
placement_rows = 26
die_footprint_um2 = 5910
die_h_um = 76.9

[placement]
place_congestion = 0.833
place_hpwl_um = 2760
placed_area_um2 = 1950
buffer_ports.inserted = 26
place_ws_ns = 0.243

[sta]
layout_worst_path_cycle_share_pct = 95.6
timing.final.max_slew_violations = 0
post-route-min-period_ns = 3.35
report.final.hold_viol_count = 0
skew_ns = 0.00347
fin_setup_tns_ns = 0
report.final.setup_viol = 0
worstMarginPinSlew_ns = 0.622
achievable-frequency_ghz = 0.299
setup_repair_after_global_routing_missed_its_margin = "no"
timing.slew.headroom_pct = 58.3
timing.final.ws_setup_ns = 0.155

[power]
p_leak_nw = 0.817
vdd_drop_max_uv = 115
powerDensity_nw_per_um2 = 209

[clock_tree]
clkTransAtPathRegs_ns = 0.08
cts_tree = "built"
clock.latency.late_pin_ns = 0.26
tritoncts.num_buffers = 3
cts-root-to-sink-buffers = 2
cts-htree-levels = 1
clock_sink_count = 22
cts_root_buffer_type = "sky130_fd_sc_hd__clkbuf_8"

[run_status]
status = "complete, no violations"

[grt]
overflow = 0
via_count_of_the_first_global_routing_pass = 1353
gr-usage-all-layers_pct = 13.5
antenna_violations_before_repair = 0
grt_start_max_net_pins = 12
grt_pass1_wl_um = 6500

[flow_run]
max_cap_viol = 0
tool_warnings = 31

[worst_hold_path]
timing.hold.worst.class = "register to register"

[final_layout]
layout.cell_area.non_filler_um2 = 2090
drive_gt1_share_pct = 14.3
area_growth_pct = 24.6
-- worst paths after layout --
path | from | end | slack [ns] | depth (start not counted)
min reg2reg | counter_hs[0] | counter_hs[0] | 0.49 | 1
min | counter_hs[0] | counter_hs[0] | 0.49 | 1
max reg2reg | counter_hs[8] | counter_vs[2] | 1.50 | 5
max | counter_hs[10] | Y[4] | 0.15 | 7
-- routing by layer --
metal | wire length [um] | global-route usage (%) | up-vias
li1 | - | - | 790
met1 | 2100 | 22.6 | 682
met2 | 1500 | 18.9 | 33
met3 | 130 | 0.967 | 6
met4 | 76 | 3.08 | 0
met5 | 0 | 0 | -
-- layout make-up --
type                    count  area [um^2]
inverters                   7         26.3
multi-input cells         177         1150
fillers                   548         3140
well taps                  70         87.6
flip-flops and latches     22          452
clock buffers               3         41.3
repair buffers             35          340
-- registers in the layout (all words and copies together), names as in the netlist --
name / count
counter_hs: 11
counter_vs: 11
-- worst register-to-register path, stage by stage, from the launching register on --
cell and delay [ns]:
sky130_fd_sc_hd__dfxtp_1 0.39, sky130_fd_sc_hd__nor3_4 0.33, sky130_fd_sc_hd__buf_4 0.17, sky130_fd_sc_hd__nand4_1 0.26, sky130_fd_sc_hd__o21ai_1 0.61, sky130_fd_sc_hd__nor2_1 0.11
-- layout by cell type (no fill, tap or decap), drive strengths merged --
master / n
a211oi: 3
a21boi: 1
a21oi: 3
a31o: 1
and2: 2
and3: 6
and3b: 1
and4: 4
buf: 9
clkbuf: 3
clkdlybuf4s50: 26
conb: 1
dfxtp: 22
ha: 9
inv: 7
nand2: 23
nand2b: 3
nand3: 6
nand3b: 1
nand4: 4
nor2: 44
nor2b: 4
nor3: 10
nor4: 6
nor4b: 1
o21a: 1
o21ai: 8
o2bb2ai: 1
o31a: 1
o31ai: 2
or2: 1
or3: 2
or4b: 2
xnor2: 13
xor2: 13
-- what timing repair did --
action                     in CTS  in global routing
setup buffers                   4                  2
hold buffers                    0                  0
gates cloned                    0                  1
pin swaps                       1                  1
resized                         0                 12
setup endpoints to repair       3                 18
-- per-stage QoR --
step                      util, %  total power (W)  hold slack (ns)  std cells
after detailed placement     37.3         0.000285            0.501        304
after global routing         40.0         0.000463            0.538        314
after CTS                    38.9         0.000446            0.525        311
after global placement       37.3         0.000285            0.495        304
after floorplan                 -         0.000280            0.477        220
final                        40.0         0.000439            0.489        314
-- where the power goes --
group	switching (W)	leakage [nW]	internal, W
registers	0.00000560	0.181	0.000253
clock network	0.0000820	0.0216	0.0000768
logic	0.0000119	0.614	0.00000903
-- kinds of logic (layout without fill, tap and decap cells) --
kind of cell,Yosys count,in the layout
flops,22,22
fa+ha+maj,9,9
xor+xnor,26,26
compound gates,21,21
other cells,1,1
buf+inv,22,45
simple gates,119,120
Power and IR drop assume default switching activity.
