<file path="./config.mk">
export PLATFORM = sky130hd
export DESIGN_NAME = lcdPong
export DESIGN_NICKNAME = lcdPong
export VERILOG_FILES = /design/flow/design.v
export SDC_FILE = /design/flow/constraint.sdc
export NUM_CORES = 4
export LEC_CHECK = 1
export CORE_UTILIZATION = 30
</file>
<file path="./constraint.sdc">
current_design lcdPong

set clk_period 7.7
set clk_io_pct 0.2

create_clock -name clk0 -period $clk_period [get_ports {CLK}]

set non_clock_inputs [all_inputs -no_clocks]
set_input_delay [expr $clk_period * $clk_io_pct] -clock clk0 $non_clock_inputs
set_output_delay [expr $clk_period * $clk_io_pct] -clock clk0 [all_outputs]
</file>
<file path="./design.v">
module lcdPong
#(
	parameter LCD_HEIGHT = 280,
	parameter LCD_WIDTH = 480
)
(
	input wire CLK,
	input wire RST_IN,
	output wire [7:0] R,
	output wire [7:0] G,
	output wire [7:0] B,
	input wire DEN,
	input wire [10:0] X,
	input wire [10:0] Y,
	output wire [31:0] SEG_HEX_ALL,
	input wire [7:0] BUTTONS
);
localparam BALL_SLOW = 32'd150_000;
localparam BALL_SIZE = 5;
localparam RACKET_SIZE = 40;
localparam RACKET_Y_SLOW = 15;  
reg [23:0] color;
reg [31:0] cptTime;
reg [8:0] ballX;
reg [8:0] ballY;
reg ballDirX;
reg ballDirY;
reg [8:0] racket1Y;
reg [8:0] racket2Y;
reg [RACKET_Y_SLOW:0] racket1YSlowCpt;
reg [RACKET_Y_SLOW:0] racket2YSlowCpt;
reg [7:0] score1;
reg [7:0] score2;
always@(posedge CLK)
begin
	if (RST_IN == 0)
	begin
		racket1Y <= 0;
		racket1YSlowCpt <= 0;
		racket2Y <= 0;
		racket2YSlowCpt <= 0;
		score1 <= 0;
		score2 <= 0;
	end
	else
	begin
		if (cptTime == BALL_SLOW)
		begin
			cptTime <= 0;
			if (ballDirX)
			begin
				if (ballX == LCD_WIDTH-1-BALL_SIZE && racket2Y <= ballY && ballY <= racket2Y+RACKET_SIZE)
					ballDirX <= ~ballDirX;
				else if (ballX == LCD_WIDTH-1)
				begin
					ballX <= BALL_SIZE+1;
					score1 <= score1+1;
				end
				else
					ballX <= ballX + 1'b1;
			end
			else
			begin
				if (ballX == BALL_SIZE && racket1Y <= ballY && ballY <= racket1Y+RACKET_SIZE)
					ballDirX <= ~ballDirX;
				else if (ballX == 0)
				begin
					ballX <= LCD_WIDTH-2-BALL_SIZE;
					score2 <= score2+1;
				end
				else
					ballX <= ballX - 1'b1;
			end
			if (ballDirY)
			begin
				if (ballY == LCD_HEIGHT-1-BALL_SIZE)
					ballDirY <= ~ballDirY;
				else
					ballY <= ballY + 1'b1;
			end
			else
			begin
				if (ballY == BALL_SIZE)
					ballDirY <= ~ballDirY;
				else
					ballY <= ballY - 1'b1;
			end
		end
		else
			cptTime <= cptTime + 1'b1;
		{racket1Y, racket1YSlowCpt} <= {racket1Y, racket1YSlowCpt} + BUTTONS[0] - BUTTONS[1];
		if (racket1Y == 0)
			racket1Y <= 1;
		else if (LCD_HEIGHT-RACKET_SIZE == racket1Y)
			racket1Y <= LCD_HEIGHT-RACKET_SIZE-1;
		{racket2Y, racket2YSlowCpt} <= {racket2Y, racket2YSlowCpt} + BUTTONS[6] - BUTTONS[7];
		if (racket2Y == 0)
			racket2Y <= 1;
		else if (LCD_HEIGHT-RACKET_SIZE == racket2Y)
			racket2Y <= LCD_HEIGHT-RACKET_SIZE-1;
		if (DEN)
		begin
			if (X==0 && racket1Y<Y && Y<racket1Y+RACKET_SIZE)
				color[23:0] <= 24'h00ff00;
			else if (X == LCD_WIDTH-1 && racket2Y<Y && Y<racket2Y+RACKET_SIZE)
				color[23:0] <= 24'h00ff00;
			else if (ballX-BALL_SIZE <= X && X <= ballX+BALL_SIZE && ballY-BALL_SIZE <= Y && Y <= ballY+BALL_SIZE)
				color[23:0] <= 24'hff0000;
			else if (Y==0 || Y==LCD_HEIGHT-1)
				color[23:0] <= 24'hffffff;		
			else
				color[23:0] <= 24'h000000;
		end
		else
			color <= 24'h000000;
	end
end
assign R = color[23:16];
assign G = color[15:8];
assign B = color[7:0];
assign SEG_HEX_ALL = {score1, 8'b0, 8'b0, score2};
endmodule
</file>
<file path="./run.sh">
#!/bin/bash
# OpenROAD 26Q1-2900-gdf79404cd8, Yosys 0.63+post, stock flow scripts
make -C /OpenROAD-flow-scripts/flow DESIGN_CONFIG=/design/flow/config.mk WORK_HOME=/design/flow/orfs finish
</file>
==> results.toml <==
# yosys + openroad results
[yosys]
ff_type = "dfxtp_1"
yosys.stat.chipArea_um2 = 11540
syn-cell-area_um2 = 11540
syn_avg_cell_area_um2 = 8.581
most_frequent_cells_after_synthesis = "ha_1 (199), nor2_1 (128), inv_1 (111)"
top_cell = "ha_1"
yosys-stat-cells = 1345
synth_sequential_area_ratio = 0.2576
synth_top_cell_by_area = "ha_1"
asyncSetResetFlopFracSynth = 0
yosysWarningCount = 1
post_synth_inst_count = 1345
yosys.cell_types.count = 70
top_cell_area_share = 0.2157
flip_flops_with_a_built_in_enable = 55
synth_flop_count = 121
synth.top_cells.by_area = "ha_1 (22%), edfxtp_1 (14%), dfxtp_1 (11%)"

[drt]
drcViolationCount = 0
drt_pass1_iterations = 5
routedWlPerCell_um = 14.08
route.final.wire_length_um = 26970
ant_nets = 0
route.antenna.diode_count = 0
via_count = 9467
routed_via_density = 4.941
drt_iter0_markers = 491

[final_timing]
worst_clock_skew_ns = 0.009075
timing_hold_violations_final = 0
report.final.slew_viol_count = 0
post-route-min-period_ns = 4.371
setup_ws_post_layout_ns = 3.329
timing.fmax_mhz = 228.8
worst_slew_margin_rel = 0.4685
worst_pin_slew_ns = 0.7972
final.setup.tns_ns = 0
finalCritPeriodShare = 0.5676
rsz0062_at_grt = "no"
setup_viol = 0

[clocking]
path_clk_slew_ns = 0.06
tritoncts_clock_tree = "built"
numClockSinks = 121
cts-root-to-sink-buffers = 2
htreeDepth = 4
cts_hold_buf = 0
cts_made_buffers = 17
cts_setup_buffers = 0
cts.root.buffer_cell = "clkbuf_16"
cts-resized-gates = 0
clk_lat_worst_skew_ns = 0.43

[setup_path]
critPathKind = "input pin to flip-flop"
critical_path.startpoint_type = "input pin"
crit_path_end_kind = "flip-flop"
crit_required_ns = 8.04
cp_data_arrival_time_ns = 4.71
critical_path.max_fanout = 3

[hold_path]
hold_path.class = "flip-flop to flip-flop"

[die]
die_area_um2 = 39260
chipHeight_um = 198.1
io_pins = 89
dieWidth_um = 198.1
core_area_um2 = 37760
floorplanUtilization = 0.3057
num_rows = 71

[pwr]
max-vdd-ir-drop_mv = 0.2146
pwr_density_cell_nw_per_um2 = 308.1
finalPower_mw = 4.053
power.static_leakage_nw = 5.520

[final_layout]
fin_util = 0.3484
layout-drive-gt1-share = 0.03843
final_non_filler_cell_area_um2 = 13150
syn_to_final_growth_pct = 13.97

[global_route]
grt_pass1_wl_um = 44440
first_global_vias = 8805
maximum_number_of_pins_on_one_net_before_global_route_repair = 46
antenna_found_initial = 0
overflow = 0
grt_use_total = 0.1436

[run_status]
outcome = "completed"

[placed_design]
post-place-ws_ns = 2.829
postPlaceCellArea_um2 = 12580
dp_hpwl_um = 20750
place.port_buffers = 68
final_gp_congestion = 0.9575

[job]
drv.max_cap_violation_count = 0
log.warning_count = 70
registers in the layout, summed over array words and instances (netlist names):
| register | flops |
|---|---|
| racket2YSlowCpt | 16 |
| score2 | 8 |
| cptTime | 32 |
| ballDirY | 1 |
| racket2Y | 9 |
| racket1Y | 9 |
| color | 3 |
| racket1YSlowCpt | 16 |
| ballX | 9 |
| ballY | 9 |
| score1 | 8 |
| ballDirX | 1 |
power by group:
group,switching [mW],internal [mW]
combinational,1.29,1.03
sequential,0.128,0.805
clock,0.318,0.475
worst paths after layout:
| kind | start | endpoint | slack, ns | depth (start not counted) |
|---|---|---|---|---|
| max | BUTTONS[1] | racket1Y[8] | 3.33 | 13 |
| min | score1[5] | score1[6] | 0.52 | 2 |
| max reg2reg | ballY[0] | color[14] | 4.09 | 12 |
| min reg2reg | score1[5] | score1[6] | 0.52 | 2 |
worst max-delay path, cell delays in order:
cell and delay [ns]:
clkdlybuf4s50_1 0.41, ha_1 0.29, inv_1 0.05, ha_1 0.18, inv_1 0.07, fa_1 0.38, nand2b_1 0.18, a21oi_1 0.25
o21ai_0 0.24, a2111oi_0 0.60, a211oi_1 0.14, o21ai_0 0.16, nor4b_1 0.23
layout make-up:
type                       count  area [um^2]
fill                        3774        24600
sequential                   121         2973
clock buffer                  17        425.4
clock inverter                14        152.6
multi-input combinational   1068         7830
timing repair buffer          73        713.2
inverter                     112        420.4
tap                          511        639.4
cells in the final DEF (no fill, tap or decap), types with 5 or more instances in the layout:
cell	count
a211o_1	8
a211oi_1	19
a21o_1	29
a21oi_1	91
a311oi_1	5
a31oi_1	10
and2_1	8
and3_1	12
and4_1	6
buf_4	5
clkbuf_16	17
clkdlybuf4s50_1	67
clkinv_4	6
conb_1	16
dfxtp_1	66
edfxtp_1	55
ha_1	199
inv_1	111
nand2_1	78
nand2b_1	18
nand3_1	41
nand4_1	26
nor2_1	128
nor2b_1	29
nor3_1	26
nor4_1	14
nor4b_1	5
o2111ai_1	7
o211ai_1	11
o21a_1	10
o21ai_0	58
o21bai_1	10
o22ai_1	6
o31ai_1	6
or3_1	8
xnor2_1	73
xor2_1	54
routing by layer:
metal  GRT usage  part of all wire
met1      0.2145              0.49
met2      0.2247              0.45
met3     0.02517             0.044
met4     0.01809             0.015
met5           0                 0
cell families (layout without fill, tap and decap cells):
group | count (synthesis) | after routing | share of synthesized area
compound gates | 296 | 296 | 0.1645
xor+xnor | 127 | 127 | 0.09638
fa+ha+maj | 202 | 202 | 0.2209
buf+inv | 171 | 216 | 0.06884
flops | 121 | 121 | 0.2576
mux | 4 | 4 | 0.003469
other cells | 1 | 16 | 0.0003249
simple gates | 423 | 423 | 0.1880
stage by stage:
step           hold WS [ns]  cells
6_report             0.5162   1916
5_1_grt              0.5626   1916
4_1_cts              0.5196   1916
3_5_place_dp         0.5086   1885
3_3_place_gp         0.5044   1885
2_1_floorplan        0.4631   1360
Power is estimated from default activity; no workload was simulated.
